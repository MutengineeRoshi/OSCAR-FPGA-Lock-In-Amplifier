--- flow/constraint.sdc ---
current_design pll

set clk_period 10.7
set clk_io_pct 0.2

create_clock -name clk0 -period $clk_period [get_ports {clk}]

set non_clock_inputs [all_inputs -no_clocks]
set_input_delay [expr $clk_period * $clk_io_pct] -clock clk0 $non_clock_inputs
set_output_delay [expr $clk_period * $clk_io_pct] -clock clk0 [all_outputs]
--- flow/design.v ---
module fibonacci7 (
    input clk,
    output [6:0] fib=7'h0001
  );
  always @ ( posedge clk ) begin
    fib[6:1]<=fib[5:0];
    fib[0]<=fib[7] ^~ fib[6];
  end
endmodule  
module pll (
  input clk,
  input in,
  output[17:0] phase_out,
  output reg locked=0
  );
wire [6:0] fib;
wire [24:0] phase_out_temp;
reg [31:0] phase=0;      
reg signed[16:0] incr=17'd600;      
reg l_in=0,l2_in=0;    
reg pipestep=0;
assign phase_out_temp=phase[23:0]+fib;
assign phase_out=phase_out_temp[23:6];
    reg signed [15:0] eD=0;      
    reg signed [15:0] last_eP=0;
    wire signed [15:0] eP;
 assign eP= (|phase[31:25]) ? 16'h7fff:     
             (phase[24:9]-16'h7fff);  
always @ ( posedge clk ) begin
  pipestep<=0;
  locked<=0;
  if((&~eP[15:12])||(&eP[15:12])) locked<=1;     
  phase<=phase+incr;
  l_in<=in;
  l2_in<=l_in;
  if(!l2_in&&l_in) begin     
    pipestep<=1;
    last_eP<=eP;
    eD<=eP-last_eP;
    phase<=32'h00000000;     
  end
  if(pipestep==1) incr<=incr-$signed(last_eP[15:9])+$signed(eD[15:11]);  
end
fibonacci7 randgen(clk,fib);
endmodule
--- flow/run.sh ---
#!/bin/bash
# OpenROAD 26Q1-2900-gdf79404cd8, Yosys 0.63+post, stock flow scripts
make -C /OpenROAD-flow-scripts/flow DESIGN_CONFIG=/design/flow/config.mk WORK_HOME=/design/flow/orfs finish
--- flow/config.mk ---
export PLATFORM = sky130hd
export DESIGN_NAME = pll
export DESIGN_NICKNAME = pll
export VERILOG_FILES = /design/flow/design.v
export SDC_FILE = /design/flow/constraint.sdc
export NUM_CORES = 4
export LEC_CHECK = 1
export CORE_UTILIZATION = 50
==> results_slide.txt <==
Key Metrics from the Run

Worst setup path
  • Critical Path RT: approximately 8.6 ns
  • Crit-path max FO: 10
  • Crit path from: phase[1]
  • R2R cell count: 14
  • Arrival time worst endpoint: between 2 and 3 ns
  • Critical path class: flip-flop to output pin
  • Worst reg2reg path startpoint: phase[9]
  • Worst setup EP type: output pin
  • Worst setup SP type: flip-flop

STA
  • Skew final: ~0.014 ns
  • Final Critical Period: 4.82 ns
  • Worst slew margin: 0.458
  • Actual transition at the worst max-transition pin: between 0.8 and 0.9 ns
  • RSZ-0062 raised after global routing: no
  • Cycle use final: 0.450
  • Final Max Slew Viols: 0
  • Fin Setup TNS: 0 ns
  • PnR worst setup slack: 5.88 ns
  • Endpoints failing setup: 0
  • Final Hold Vio Count: 0
  • Maximum clock rate: approximately 210 MHz

Routing
  • DR iter-0 viols: 283
  • Mean number of vias per cell: around 5.3
  • Inserted Diodes: 0
  • TritonRoute pass-1 iters: 4
  • DRT antenna net count: 0
  • Routed len/inst: roughly 15 um
  • Vias: between 4000 and 5000
  • Final wirelength: around 11 mm
  • Remaining DRCs: 0

Pwr
  • Combinational Power Share: 0.617
  • Sequential share of power: 0.268
  • Int Power: around 1.1 mW
  • Pwr/cell area: between 300 and 400 nW/um^2
  • VDD IR max: 153 uV
  • Switch Pwr: 814 uW
  • Switching Share: 0.431
  • Clk pwr share: 0.115
  • Leakage power total: approximately 2.7 nW

Placed design
  • Final GP Congestion: between 0.8 and 0.9
  • Pre-CTS WS: between 6 and 7 ns
  • Port buffer count: 20
  • Hpwl dp: about 8.8 mm
  • Dpl cell area: 5950 um^2

Global routing
  • Global route total overflow: 0
  • Global Route Usage Sum: 0.220
  • Initial antenna violation count: 0
  • First-pass GRT wire length: ~19 mm
  • Largest net degree at the start of global routing: 52
  • Vias in the first global route: around 3900

Clock network
  • Setup repair bufs after CTS: 0
  • H-tree Lvls: 3
  • Worst skew pair latency: ~0.36 ns
  • Maximum clock path buffer count: 2
  • CTS Sinks: between 70 and 80
  • CTS resizes: 0
  • Inserted Clock Buffers: 9
  • TritonCTS clock tree: yes
  • Post-CTS Hold Buffers: 0
  • Worst-path clk slew: ~0.090 ns
  • Root Driver: clkbuf_8

Final layout
  • Final instance area: between 6000 and 7000 um^2
  • Tally of filler cells in the layout: between 900 and 1000
  • Top Layout Cells: inv_1, ha_1, xnor2_1, nand2_1, a21oi_1
  • Reg area: between 1500 and 2000 um^2
  • Logic area: approximately 3400 um^2
  • Share of cells above drive strength 1: 0.0584
  • Synth-to-layout area growth: 9.22%
  • Most numerous logic cell after layout: inv_1

Synthesis
  • Yosys synthesis chip area: around 5600 um^2
  • Main synth FF type: edfxtp_1
  • Synth warn: 5
  • Mapped Area: ~5600 um^2
  • Post-Syn Instances: between 600 and 700
  • Cell Type Count: ~62
  • Post-synth EDFFs: 38
  • # Cells Yosys: between 600 and 700
  • Sequential-to-total area share from yosys stat: 0.331
  • Avg Inst Size Synth: between 9 and 10 um^2
  • Async SR Flop Fraction: 0
  • Synth flops: roughly 74

Run status
  • Outcome: complete, no violations

Job
  • # Max-Cap Violations: 0
  • Tool warnings: 25

Floorplanning
  • Die W: 108 um
  • Pre-Place Util: 0.516
  • FP Rows: 38
  • Die Y: between 100 and 150 um
  • Boundary Pins: 21
  • Placeable Area: 10900 um^2
  • Die area: between 10000 and 15000 um^2

Hold path
  • Worst hold path class: flip-flop to flip-flop
  • Worst hold stages: 0
  • Hold Startpoint: l_in
[worst paths after layout]
path | endpoint | slack (ns)
min reg2reg | l2_in | 0.36
min | l2_in | 0.36
max reg2reg | eD[15] | 7.08
max | phase_out[15] | 5.88
[state kept, by name (all words and copies together), names as in the netlist]
register,count
last_eP,16
l_in,1
phase,32
l2_in,1
locked,1
pipestep,1
incr,17
eD,5
[power groups by stage]
stage | registers (mW) | clock network, mW | logic [mW]
after global routing | 0.520 | 0.238 | 1.33
after CTS | 0.507 | 0.224 | 1.17
final | 0.506 | 0.218 | 1.16
[routing by layer]
layer  up-vias  track usage  share of wire
met5         -            0              0
met4         0       0.0254          0.014
met3        13       0.0626          0.060
met2        75        0.333           0.43
met1      1907        0.337           0.50
li1       2145            -              -
[cell usage after synthesis (all sizes together) (12+ instances only)]
| master | count | share of area |
|---|---|---|
| o21ai | 28 | 0.028 |
| xnor2 | 47 | 0.073 |
| a21o | 15 | 0.020 |
| ha | 49 | 0.11 |
| edfxtp | 38 | 0.20 |
| xor2 | 23 | 0.036 |
| fa | 17 | 0.061 |
| dfxtp | 36 | 0.13 |
| nand3 | 12 | 0.013 |
| inv | 78 | 0.052 |
| nor2 | 40 | 0.028 |
| a21oi | 44 | 0.041 |
| nand2 | 44 | 0.029 |
[cell type report]
class	instances	share of cell area
clock buffers	9	0.0202
clock inverters	7	0.0110
multi-input cells	445	0.555
flip-flops and latches	74	0.303
inverters	78	0.0477
well taps	140	0.0285
repair buffers	21	0.0338
[worst max-delay path, stage by stage (launching register included)]
cell and delay [ns]:
dfxtp_1 0.40, nand4_1 0.11, nor2_1 0.16, and2_1 0.20
and3_1 0.44, nand2_1 0.22, nor2_1 0.15, xor2_1 0.16
clkdlybuf4s50_1 0.47
[cells by family after synthesis]
logic type | synth area share
buffers and inverters | 0.0621
adder cells (fa/ha/maj) | 0.170
multiplexers | 0.00356
XOR/XNOR | 0.109
flip-flops | 0.331
AND/OR/NAND/NOR | 0.160
AND-OR/OR-AND | 0.164
[through the flow]
step                      cells  hold WS [ns]   util  total power, mW
after floorplan             610         0.332      -             1.42
after global placement      758         0.338  0.546             1.67
after detailed placement    758         0.346  0.546             1.67
after CTS                   774         0.359  0.564             1.90
after global routing        774         0.375  0.564             2.09
final                       774         0.359  0.564             1.89
Power is estimated from default activity; no workload was simulated.
