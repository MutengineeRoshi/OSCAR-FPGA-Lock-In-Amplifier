==> /design/flow/design.v <==
module RIIR(
	input signed [31:0] inp,
	output reg signed [31:0] outp,
	input [3:0] b,
	input tick,
	input sys_clk
);
reg signed [47:0] z = 48'sd0;
reg [3:0] preshift;
reg [3:0] postshift;
reg [4:0] b_reg = 5'd0;
reg p_step = 1'd0;
reg signed [47:0] p_reg = 48'sd0;
reg signed [47:0] z_shift_reg = 48'sd0;
reg signed [31:0] inp_shift_reg = 32'sd0;
reg tick_l = 1'd0;
// synthesis translate_off
reg dummy_s;
initial dummy_s <= 1'd0;
// synthesis translate_on
// synthesis translate_off
reg dummy_d;
// synthesis translate_on
always @(*) begin
	preshift <= 4'd0;
	postshift <= 4'd0;
	if ((b_reg >= 4'd15)) begin
		postshift <= 4'd15;
		preshift <= (b_reg - 4'd15);
	end else begin
		preshift <= 1'd0;
		postshift <= b_reg;
	end
end
always @(posedge sys_clk) begin
	b_reg <= (b + 4'd10);
	z_shift_reg <= (z >>> b_reg);
	inp_shift_reg <= (inp >>> preshift);
	if (((tick & (~tick_l)) & (~p_step))) begin
		p_step <= 1'd1;
		p_reg <= (z - z_shift_reg);
	end
	if (p_step) begin
		z <= (inp_shift_reg + p_reg);
		p_step <= 1'd0;
	end
	outp <= (z >>> postshift);
end
endmodule
==> /design/flow/run.sh <==
#!/bin/bash
# OpenROAD 26Q1-2900-gdf79404cd8, Yosys 0.63+post, stock flow scripts
make -C /OpenROAD-flow-scripts/flow DESIGN_CONFIG=/design/flow/config.mk WORK_HOME=/design/flow/orfs finish
==> /design/flow/config.mk <==
export PLATFORM = sky130hd
export DESIGN_NAME = RIIR
export DESIGN_NICKNAME = RIIR
export VERILOG_FILES = /design/flow/design.v
export SDC_FILE = /design/flow/constraint.sdc
export NUM_CORES = 4
export LEC_CHECK = 1
export CORE_UTILIZATION = 30
==> /design/flow/constraint.sdc <==
current_design RIIR

set clk_period 13.2
set clk_io_pct 0.2

create_clock -name clk0 -period $clk_period [get_ports {sys_clk}]

set non_clock_inputs [all_inputs -no_clocks]
set_input_delay [expr $clk_period * $clk_io_pct] -clock clk0 $non_clock_inputs
set_output_delay [expr $clk_period * $clk_io_pct] -clock clk0 [all_outputs]
==> impl_metrics.toml <==
# yosys + openroad results
[status]
run_status = "finished, final reports clean"

[global_route]
track_usage = 0.171
met1_usage = 0.261
grt_pass1_vias = 13190
use_met2 = 0.252
grt_max_degree = 61
grt_pass1_wl_um = 71700
busiest_layer = "met1"
antenna_found_initial = 0
use_met3 = 0.0434
grt_remaining_overflow = 0

[worst_setup_path]
cp-start-kind = "register"
arrival_ns = 4.40
endpoint_kind = "register"
cp_cell_sequence = "buf_4 -> clkinv_1 -> nor2_1 -> nor2_1 -> o31ai_4 -> nand2_2 -> buf_4 -> a211oi_1 -> a21oi_1 -> mux2_2 -> nor2_1 -> a21oi_1"
required_ns = 13.62
slowest_stage = "clkinv_1"
path_max_fanout = 54
max_stage_delay_ns = 0.75
path_buffers = 3
worst_path_dominant_cell_family = "buffers and inverters"
path_common_cell = "nor2_1"
critPathKind = "reg2reg"

[final_timing]
finalSetupViolations = 0
min_period_ns = 3.99
tns_ns = 0
slew_violations = 0
rsz0062_at_grt = "false"
fin_skew_ns = 0.0188
fin_ws_ns = 9.21
finalClockPeriodUsage = 0.302
relSlewSlack = 0.487
tightest_slew_ns = 0.768
hold_ws_ns = 0.597
finalHoldViolations = 0
fmax_mhz = 251

[cts]
clkLatencyLatePin_ns = 0.55
htreeDepth = 1
cts-resized-gates = 0
post_cts_buffers = 0
hold_buffers = 0
clock-root-buffer = "clkbuf_16"
cts_sinks = 214
cts_max_path_buffers = 3
clk_pin_slew_ns = 0.06
cts_tree = "built"
cts_made_buffers = 27

[logic_synthesis]
dominantRegCellSynth = "dfxtp_1"
postSynthSeqShare = 0.326
synth_cell_types = 71
edf_count = 96
yosys_area_um2 = 16100
yosys-stat-cells = 1784
syn_area_um2 = 16100
top_area_cell = "edfxtp_1"
async_reset_ff_frac = 0
top_area_frac = 0.179
yosys-top-cells-count = "mux2i_1, nand2_1, a21oi_1, nor2_1, dfxtp_1"
yosys_warnings = 2
syn_area_per_cell_um2 = 9.02
top_cells_by_area = "edfxtp_1, dfxtp_1, mux2i_1"
synth.most_common_cell = "mux2i_1"
synth_flops = 214
netlist_instances = 1784

[place]
dp_hpwl_um = 34400
port_buffers = 69
pre_cts_ws_ns = 8.73
gp_congestion = 0.960
dpl_cell_area_um2 = 17500

[pwr]
combPwrFrac = 0.587
power_per_cell_area_nw_per_um2 = 285
peakVddDrop_v = 0.000131
clock_power_share = 0.140
p_int_mw = 2.88
seqPwrFrac = 0.274
net-switching-power_mw = 2.36
p_leak_nw = 7.93
switching_share = 0.450

[routing]
vias_per_cell = 5.30
drt_iter0_markers = 773
drtAntennaViolNets = 0
wire_per_inst_um = 17.8
drc_errors = 0
dr_total_vias = 13349
wl_um = 44800
dr.pass1.iters = 25
diodes = 0

[cells_and_area]
design_area_um2 = 18400
fillers = 5382
areaGrowthSynthToFinish_pct = 14.1
drive_above_1_share = 0.0880

[floorplan]
initCoreUtil = 0.305
die_h_um = 234
std_cell_rows = 84
die-area_um2 = 54600
core_area_um2 = 52800
io_pins = 70
die_width_um = 234

[flow_run]
warning_count = 25
max_cap_violations = 0

[worst_hold_path]
hold_path_class = "reg2reg"
-- power by group through the flow --
stage | Clock, mW | Combinational [mW] | Sequential (mW)
finish | 0.731 | 3.07 | 1.43
CTS | 0.751 | 3.06 | 1.43
global route | 0.779 | 3.44 | 1.47
-- logic make-up (layout without fill, tap and decap cells) --
kind of cell,count (synthesis),count (layout),synth area share
multiplexers,279,279,0.199
flip-flops,214,214,0.326
adder cells (fa/ha/maj),98,98,0.0771
AND/OR/NAND/NOR,466,466,0.125
buffers and inverters,171,216,0.0417
XOR/XNOR,94,94,0.0511
AND-OR/OR-AND,462,462,0.180
-- cell type report --
cell class                      instances  area, um^2  area share
Tap cell                              688         861      0.0469
Timing Repair Buffer                   92         863      0.0470
Multi-Input combinational cell       1399       10200       0.556
Clock inverter                         19         166     0.00906
Clock buffer                           31         732      0.0399
Inverter                               74         278      0.0151
Sequential cell                       214        5250       0.286
-- layer usage --
layer / vias up / wire length (um)
li1: 6568 / -
met2: 431 / 18800
met4: 0 / 984
met3: 58 / 3600
met5: - / 0
met1: 6292 / 21500
-- path summary, 6_finish.rpt --
kind	startpoint	endpoint	slack, ns	cells past startpoint
min	p_reg[0]	z[0]	0.60	1
max	b_reg[0]	inp_shift_reg[7]	9.21	12
max reg2reg	b_reg[0]	inp_shift_reg[7]	9.21	12
min reg2reg	p_reg[0]	z[0]	0.60	1
-- cell usage in the layout, fill, tap and decap left out, types with 26 or more instances in the layout --
cell and n:
a211oi_1 31, inv_1 71, clkbuf_16 28, mux2i_1 223, ha_1 96, a21o_1 50, edfxtp_1 96, mux4_2 30
o21ai_0 94, xnor2_1 56, clkdlybuf4s50_1 69, dfxtp_1 112, a21oi_1 165, nor2_1 137, xor2_1 38, nand2_1 205
mux2_2 26
-- stage by stage --
step	utilization	total power, mW	cells
final	0.348	5.24	2517
after global routing	0.348	5.68	2517
after CTS	0.348	5.24	2517
after detailed placement	0.331	4.45	2467
after global placement	0.331	4.47	2467
after floorplan	-	3.55	1784
-- worst reg2reg max path: stages, from the launching register on --
cell      delay, ns
dfxtp_2        0.32
buf_4          0.56
clkinv_1       0.77
nor2_1         0.39
nor2_1         0.11
o31ai_4        0.49
nand2_2        0.08
buf_4          0.29
a211oi_1       0.29
a21oi_1        0.09
mux2_2         0.31
nor2_1         0.10
a21oi_1        0.06
No activity file was given, so power comes from the tool's default toggle rates.
